[flow/run.sh]
#!/bin/bash
# OpenROAD 26Q1-2900-gdf79404cd8, Yosys 0.63+post, stock flow scripts
make -C /OpenROAD-flow-scripts/flow DESIGN_CONFIG=/design/flow/config.mk WORK_HOME=/design/flow/orfs finish
[flow/config.mk]
export PLATFORM = sky130hd
export DESIGN_NAME = alu_4bit
export DESIGN_NICKNAME = alu_4bit
export VERILOG_FILES = /design/flow/design.v
export SDC_FILE = /design/flow/constraint.sdc
export NUM_CORES = 4
export LEC_CHECK = 1
export CORE_AREA = 10 10 70 70
export DIE_AREA = 0 0 80 80
[flow/constraint.sdc]
current_design alu_4bit

set clk_period 2.0
set clk_io_pct 0.2

create_clock -name clk0 -period $clk_period

set non_clock_inputs [all_inputs -no_clocks]
set_input_delay [expr $clk_period * $clk_io_pct] -clock clk0 $non_clock_inputs
set_output_delay [expr $clk_period * $clk_io_pct] -clock clk0 [all_outputs]
[flow/design.v]
module alu_4bit(
    input [3:0] A, B,
    input [2:0] con,
    output reg [3:0] Result,
    output reg carry
);
always @(A,B,con) begin
    case (con)
        3'b000: {carry, Result} = A + B;   
        3'b001: {carry, Result} = A - B;   
        3'b010: begin                      
            Result = A & B;
            carry = 0;
        end
        3'b011: begin                      
            Result = A | B;
            carry = 0;
        end
        3'b100: begin                      
            Result = A ^ B;
            carry = 0;
        end
        3'b101: begin                      
            Result = ~A;
            carry = 0;
        end
        default: begin                     
            Result = 4'b0000;
            carry = 0;
        end
    endcase
end
endmodule
==> impl_metrics.toml <==
# implementation run metrics
[grt]
grt_overflow = 0
grt_usage_pct = 5.22
grt_antenna_before_repair = 0
grt_pass1_wl_mm = 2.93
grt_max_degree = 10
grt_pass1_vias = 688

[logic_synthesis]
ys_seq_share_pct = 0
top_cells_by_count = "inv_1, ha_1, a21oi_1, o22ai_1"
synth_cells = 71
syn_avg_cell_area_um2 = 7.74
top_cell_area_share_pct = 27.3
yosys.cell_types.count = 28
yosys_cells = 71
top_cell = "inv_1"
yosysTopAreaCell = "ha_1"
topCellsByArea = "ha_1, inv_1, fa_1"
yosysWarnings = 1
synthesis.area_um2 = 549
yosys_area_um2 = 549

[sta]
maxSlewHeadroom_pct = 78.9
max_freq_ghz = 0.405
post-route-period-util_pct = 123
final_max_slew_viol_count = 0
hold_viol = 0
setup_viol = 4
tightest_slew_ns = 0.316
rsz0062_at_grt = "yes"
setup_slack_ns = -0.466
setup-tns-final_ns = -1.34
holdWs_ns = 1.32
finalCriticalPeriod_ns = 2.47

[drt]
first_iter_violations = 22
wl_met1_um = 830
viasPerCell = 4.04
ant_nets = 0
num_vias = 631
firstDrtPassIters = 2
dr_wl_met3_um = 54
wl_per_cell_um = 10.8
wl_met2_um = 794
dr.max_layer_used = "met3"
wl_mm = 1.68
drcViolationCount = 0
antenna_cells = 0

[layout]
flops = 0
final_cells = 156
syn2layout_area_growth_pct = 93.2
mi_logic_area_um2 = 607
fillers = 364
regArea_um2 = 0
clkbuf_count = 0
drive_gt1_share_pct = 58.2

[run_status]
status = "complete, but fails checks"
violations = "setup timing"

[setup_path]
end_kind = "primary output"
critPathMaxFanout = 2
max_stage_delay_ns = 0.52
slowest_stage = "fa_2"
crit_path_start = "A[0]"
critPathKind = "in -> out"
cp_data_required_time_ns = 1.60
path_delay_family = "adder cells"
crit_path_start_kind = "input port"
path_buffers = 6
worstPathArrival_ns = 2.07
cp_cell_sequence = "buf_8 > buf_6 > inv_4 > ha_4 > inv_2 > fa_2 > inv_1 > mux4_2 > o22ai_2 > buf_2"

[job]
tool_warnings = 43
cap_violations = 0

[place]
dp_hpwl_mm = 1.42
portBuffers = 16
dp_slack_ns = -1.38
place.gp.congestion = 0.849
placedCellCount = 153

[die]
core_um2 = 3420
ios = 16
die_x_um = 80
fp_util_pct = 16.1
die_area_um2 = 6400
num_rows = 21
die_y_um = 80

[power_and_ir_drop]
leakage_uw = 0.000476
peakVddDrop_v = 0.0000782
p_total_uw = 230
p_per_area_nw_per_um2 = 217

[hold_path]
min_from = "con[2]"
hp-class = "in -> out"

[clock_network]
hold_buffers = 0
[per-layer routing]
layer,GRT usage [%],up-vias
met5,0,-
met4,0,0
met3,0.568,0
met2,9.15,11
met1,7.09,292
li1,-,328
[timing repair]
action | 4_1_cts | 5_1_grt
buffers inserted | 3 | 0
endpoints found under the hold margin | 0 | 0
endpoints found under the setup margin | 5 | 4
pin swaps | 10 | 7
gates resized | 58 | 7
[path summary, 6_finish.rpt]
path	depth (start not counted)	end	slack, ns
min	4	carry	1.32
max	10	Result[1]	-0.47
[cell type report]
type | instances | area share [%]
multi-input combinational | 52 | 57.2
timing repair buffer | 41 | 31.1
inverter | 17 | 6.25
tap | 46 | 5.42
[metrics by stage]
step                util (%)  instance area [um^2]
global placement        27.8                   948
finish                  31.1                  1060
global route            31.1                  1060
floorplan                  -                   579
detailed placement      27.8                   948
CTS                     30.0                  1030
[cells in the final DEF, fill, tap and decap left out, types with 3 or more instances in the layout]
master         netlist  final
inv_1               16      6
buf_6                0      3
inv_2                1     10
nand2_1              3      3
ha_4                 0      5
ha_1                12      6
o21ai_0              3      3
o22ai_1              4      3
a21oi_1              4      3
dlygate4sd2_1        0      7
nor2_1               3      3
buf_4                0     22
buf_2                1      4
[power breakdown]
group          internal (uW)  leakage [uW]  switching (uW)
Combinational            127      0.000476             104
Clock                      0             0               0
Sequential                 0             0               0
Total                    127      0.000476             104
[cells by family (layout without fill, tap and decap cells)]
logic type	after synthesis	count (layout)	synth area share (%)
AOI/OAI and AO/OA	23	23	33.7
xor gates and xnor gates	1	1	1.59
adders and majority gates	14	14	34.6
buffers and inverters	19	58	14.1
muxes	1	1	4.10
and+or+nand+nor	13	13	11.8
No activity file was given, so power comes from the tool's default toggle rates.
